$ cat flow/run.sh
#!/bin/bash
# OpenROAD 26Q1-2900-gdf79404cd8, Yosys 0.63+post, stock flow scripts
make -C /OpenROAD-flow-scripts/flow DESIGN_CONFIG=/design/flow/config.mk WORK_HOME=/design/flow/orfs finish
$ cat flow/config.mk
export PLATFORM = sky130hd
export DESIGN_NAME = stopwatch
export DESIGN_NICKNAME = stopwatch
export VERILOG_FILES = /design/flow/design.v
export SDC_FILE = /design/flow/constraint.sdc
export NUM_CORES = 4
export LEC_CHECK = 1
export CORE_UTILIZATION = 30
$ cat flow/constraint.sdc
current_design stopwatch

set clk_period 3.2
set clk_io_pct 0.2

create_clock -name clk0 -period $clk_period [get_ports {clk}]

set non_clock_inputs [all_inputs -no_clocks]
set_input_delay [expr $clk_period * $clk_io_pct] -clock clk0 $non_clock_inputs
set_output_delay [expr $clk_period * $clk_io_pct] -clock clk0 [all_outputs]
$ cat flow/design.v
`timescale 1ns / 1ps
module clock_divider(
    input clock,
    output reg new_clock
);
    reg[27:0] counter = 28'd0;
        parameter DIVISOR = 28'd50000000;  
    always @(posedge clock)
    begin
        counter <= counter + 28'd1;
        if (counter >= (DIVISOR - 1))
            counter <= 28'd0;
        if (counter < (DIVISOR / 2))  
            new_clock <= 1'b1;  
        else
            new_clock <= 1'b0;  
    end
endmodule
`timescale 1ns / 1ps
module seven_segment_driver(
    input clock,
    input reset,
    input [6:0] minutes,
    input [6:0] seconds,
    output reg [3:0] anode_signals,
    output reg [6:0] display_out
);
	parameter WIDTH = 7;
	function [WIDTH-1:0] divide(input [WIDTH-1:0] A, input [WIDTH-1:0] B);
		reg [WIDTH-1:0] a1,b1;
		reg [WIDTH:0] p1;
		integer i;
		begin
			a1 = A;
			b1 = B;
			p1= 0;
			for(i = 0; i < WIDTH; i = i + 1) begin  
				p1 = {p1[WIDTH-2:0], a1[WIDTH-1]};
				a1[WIDTH-1:1] = a1[WIDTH-2:0];
				p1 = p1-b1;
				if(p1[WIDTH-1] == 1) begin
					a1[0] = 0;
					p1 = p1 + b1;
				end else
					a1[0] = 1;
			end
			divide = a1;   
		end
	endfunction
	function [WIDTH-1:0] modulus(input [WIDTH-1:0] A, input [WIDTH-1:0] B);
		reg [WIDTH-1:0] a1,b1;
		reg [WIDTH:0] p1;
		integer i;
		begin
			a1 = A;
			b1 = B;
			p1= 0;  
			for(i = 0; i < WIDTH; i = i + 1) begin  
				p1 = {p1[WIDTH-2:0], a1[WIDTH-1]};
				a1[WIDTH-1:1] = a1[WIDTH-2:0];
				p1 = p1-b1;
				if(p1[WIDTH-1] == 1) begin
					a1[0] = 0;
					p1 = p1 + b1;
				end else
					a1[0] = 1;
			end
			modulus = p1;   
		end
	endfunction
    reg [3:0] LED_BCD;  
    reg [16:0] refresh_counter;  
    wire [1:0] LED_activating_counter;
    always @(posedge clock or posedge reset)
	begin 
		if (reset == 1) begin
            refresh_counter <= 0;
        end else
            refresh_counter <= refresh_counter + 1;
    end
    assign LED_activating_counter = refresh_counter[16:15];
    always @(posedge clock or posedge reset)
    begin
		if (reset == 1) begin  
			anode_signals <= 0;
		end
		else begin
			case(LED_activating_counter)
				2'b00: 
					begin
						anode_signals <= 4'b0111; 
						LED_BCD <= divide(minutes, 10);
					end
				2'b01:
					begin
						anode_signals <= 4'b1011;
						LED_BCD <= modulus(minutes, 10);
					end
				2'b10:
					begin
						anode_signals <= 4'b1101;
						LED_BCD <= divide(seconds, 10);
					end
				2'b11: 
					begin
						anode_signals <= 4'b1110;
						LED_BCD <= modulus(seconds, 10);
					end
			endcase
		end
    end
    always @(posedge clock or posedge reset)
    begin
		if (reset == 1) begin  
			display_out <= 0;
		end
		else begin
			case(LED_BCD)
				4'b0000: display_out <= 7'b0000001;  
				4'b0001: display_out <= 7'b1001111;  
				4'b0010: display_out <= 7'b0010010;  
				4'b0011: display_out <= 7'b0000110;  
				4'b0100: display_out <= 7'b1001100;  
				4'b0101: display_out <= 7'b0100100;  
				4'b0110: display_out <= 7'b0100000;  
				4'b0111: display_out <= 7'b0001111;  
				4'b1000: display_out <= 7'b0000000;  
				4'b1001: display_out <= 7'b0000100;  
				default: display_out <= 7'b0000000;  
			endcase
		end
    end
endmodule
`timescale 1ns / 1ps
module stopwatch(
    input clk,
    input hold_count_switch,
	input button_reset,
	output [3:0] anode_signals,
	output [6:0] display_out
);
	wire counter_clock;
	wire [6:0] minutes_bus, seconds_bus;
	clock_divider divider(
		.clock(clk),
		.new_clock(counter_clock)
	);
	time_counter counter(
		.clock(counter_clock),
		.reset(button_reset),
		.hold_count(hold_count_switch),
		.minutes(minutes_bus),
		.seconds(seconds_bus)
	);
	seven_segment_driver display_driver(
		.clock(clk),
		.reset(button_reset),
		.minutes(minutes_bus),
		.seconds(seconds_bus),
		.anode_signals(anode_signals),
		.display_out(display_out)
	);
endmodule
`timescale 1ns / 1ps
module time_counter(
    input clock,
	input reset,
    input hold_count,
    output reg [6:0] minutes,
    output reg [6:0] seconds
    );
    always @(posedge clock)
    begin
        if (reset)  
        begin
            minutes <= 0;
            seconds <= 0;
        end
        else
        begin
            if (!hold_count)
            begin
                seconds <= seconds + 1;
                if (minutes == 99 && seconds == 59)  
                begin
                    minutes <= 0;
                    seconds <= 0;
                end
                if (seconds == 59)  
                begin
                    seconds <= 0;
                    minutes <= minutes + 1;
                end
            end 
        end
    end
endmodule
==> results.sh <==
# source this file to load flow results
export IMPL_leakage_nw=2.28
export IMPL_finClkSkew_ns=0.00616
export IMPL_port_buffers=13
export IMPL_fp_utilization_pct=30.9
export IMPL_fmax_mhz=422
export IMPL_finalWeightedCongestion=0.841
export IMPL_syn_avg_cell_area_um2=8.64
export IMPL_cp_end_kind="flip-flop"
export IMPL_cts_hold_buf=0
export IMPL_cts_tree="built"
export IMPL_num_antenna_cells=0
export IMPL_top_area_share_pct=16.7
export IMPL_internal_power_w=0.00140
export IMPL_crit_path_start_kind="flip-flop"
export IMPL_status="complete, no violations"
export IMPL_power_net_switching_w=0.000348
export IMPL_async_flop_share_pct=37.3
export IMPL_ir_worst_vdd_v=0.000314
export IMPL_cts_reportedPaths_clkPinSlew_ns=0.05
export IMPL_area_leaders="dfxtp_1, dfrtp_1, xnor2_1, ha_1, nor2_1"
export IMPL_area_growth_syn_to_layout_pct=11.8
export IMPL_timing_final_setup_violations=0
export IMPL_dp_hpwl_um=6930
export IMPL_pwr_share_seq_pct=45.9
export IMPL_coreArea_mm2=0.0167
export IMPL_drtIter0Drc=236
export IMPL_num_io_pins=14
export IMPL_final_cell_mix="nor2_1, xnor2_1, nand2_1, dfxtp_1, inv_1"
export IMPL_crit_arrival_ns=2.57
export IMPL_drive_gt1_share_pct=7.88
export IMPL_finalCoreUtilization_pct=34.6
export IMPL_htreeDepth=3
export IMPL_hp_class="flip-flop to flip-flop"
export IMPL_yosys_area_mm2=0.00517
export IMPL_grt_usage_pct=11.1
export IMPL_tightest_slew_ns=0.666
export IMPL_grt_overflow=0
export IMPL_grt_first_pass_wirelength_um=16700
export IMPL_synth_edff_count=4
export IMPL_placedCellCount=813
export IMPL_syn_instance_count=598
export IMPL_mappedNetlistArea_mm2=0.00517
export IMPL_warnings=39
export IMPL_ys_seq_share_pct=32.5
export IMPL_powerDensity_mw_per_mm2=303
export IMPL_row_count=47
export IMPL_clock_latency_ns=0.32
export IMPL_flop_cell="dfxtp_1"
export IMPL_rsz0062_at_grt="false"
export IMPL_synthDistinctLibCells=78
export IMPL_root_buffer="clkbuf_16"
export IMPL_vias=3910
export IMPL_die_h_um=133
export IMPL_antenna_found_initial=0
export IMPL_firstDrtPassIters=4
export IMPL_hold_slack_ns=0.457
export IMPL_chipArea_mm2=0.0178
export IMPL_switching_share_pct=19.9
export IMPL_tns_ns=0
export IMPL_finalHoldViolCount=0
export IMPL_untimed_endpoints=14
export IMPL_clockBufferDepth=2
export IMPL_routedWlPerCell_um=11.2
export IMPL_maxSlewHeadroom_pct=55.3
export IMPL_die_w_um=133
export IMPL_numSynthFlops=75
export IMPL_drtAntennaViolNets=0
export IMPL_cap_violations=0
export IMPL_grt_pass1_vias=3665
export IMPL_layout_top_cell="nor2_1"
export IMPL_finalPower_w=0.00175
export IMPL_pwr_share_comb_pct=2.5
export IMPL_critPathRequiredTime_ns=3.41
export IMPL_vias_per_cell=4.72
export IMPL_ys_cells=598
export IMPL_drv_slew=0
export IMPL_cts_buffers=9
export IMPL_grt_max_degree=24
export IMPL_routed_wl_um=9280
export IMPL_cts_resized=0
export IMPL_power_frac_clock_pct=51.6
export IMPL_period_needed_ns=2.37
export IMPL_cts_setup_buffers=0
export IMPL_yosysWarnings=3
export IMPL_final_cells=829
export IMPL_cp_max_fo=15
export IMPL_crit_type="flip-flop to flip-flop"
export IMPL_unclocked_pins=14
export IMPL_drc=0
export IMPL_finalCritPeriodShare_pct=74.0
export IMPL_largest_area_cell="dfxtp_1"
==> state kept, by name, indices dropped and copies added, names as in the netlist <==
name                            flops
divider.new_clock                   1
display_driver.refresh_counter     17
display_driver.display_out          7
display_driver.LED_BCD              4
counter.minutes                     7
display_driver.anode_signals        4
divider.counter                    28
counter.seconds                     7
==> path summary, 6_finish.rpt <==
check / from / endpoint / slack (ns) / cells past startpoint
worst max-delay path: divider.counter[0] / divider.counter[13] / 0.83 / 11
worst min-delay path: divider.counter[26] / divider.new_clock / 0.46 / 1
worst max register to register: divider.counter[0] / divider.counter[13] / 0.83 / 11
worst min register to register: divider.counter[26] / divider.new_clock / 0.46 / 1
max in group asynchronous: button_reset / display_driver.refresh_counter[10] / 1.62 / 3
min in group asynchronous: button_reset / display_driver.display_out[4] / 0.92 / 2
==> final cells by class <==
| cell class | count | area [um2] |
|---|---|---|
| Fill cell | 1708 | 10900 |
| Multi-Input combinational cell | 470 | 3260 |
| Sequential cell | 75 | 1680 |
| Tap cell | 220 | 275 |
| Clock buffer | 13 | 272 |
| Timing Repair Buffer | 15 | 145 |
| Inverter | 33 | 124 |
| Clock inverter | 3 | 16.3 |
==> worst max-delay path: stages (launching register included) <==
cell      delay, ns
dfxtp_1        0.37
ha_1           0.22
nand2_1        0.06
nor2_1         0.16
and2_1         0.22
nor3_1         0.07
o21bai_1       0.12
a21oi_1        0.08
o31ai_1        0.22
a211o_1        0.39
buf_4          0.28
nor2_1         0.07
==> synth_stat cells, drive strengths merged (5+ instances only) <==
master / number
o21a: 5
o21ai: 19
a211oi: 7
xnor2: 62
nor2: 93
mux2i: 9
xor2: 26
nand2b: 5
dfrtp: 28
nand2: 47
nor3b: 6
dfxtp: 43
and3: 7
buf: 6
nor3: 10
a21oi: 23
clkbuf: 15
a21o: 7
and2: 6
nor4: 9
nand4: 8
ha: 29
inv: 32
nand3: 25
==> layer usage <==
layer | global-route usage (%) | vias to the layer above | routed length (um)
li1 | - | 2065 | -
met5 | 0 | - | 0
met2 | 17.1 | 44 | 3990
met3 | 1.13 | 9 | 224
met4 | 1.20 | 0 | 98
met1 | 17.6 | 1792 | 4970
==> kinds of logic after synthesis <==
family | Yosys count | share of synthesized area, %
adder cells (fa/ha/maj) | 32 | 7.63
other | 1 | 0.0726
AND-OR/OR-AND | 100 | 14.8
multiplexers | 12 | 2.61
buffers and inverters | 54 | 4.41
AND/OR/NAND/NOR | 236 | 22.2
XOR/XNOR | 88 | 15.8
flip-flops | 75 | 32.5
==> stage by stage <==
step                      instance area [um2]  setup slack, ns
after floorplan                          5170             1.00
final                                    5780            0.833
after detailed placement                 5490            0.771
after CTS                                5780            0.771
after global routing                     5780            0.625
after global placement                   5490            0.849
==> power by group through the flow <==
| stage | logic (W) | clock network (W) | registers [W] |
|---|---|---|---|
| after CTS | 0.0000456 | 0.000923 | 0.000802 |
| after global routing | 0.0000514 | 0.000961 | 0.000803 |
| final | 0.0000440 | 0.000903 | 0.000802 |
Power figures rest on the tool's default switching activity, not on a simulated workload.
